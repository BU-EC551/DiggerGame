[/design/flow/design.v]
`timescale 1ns / 1ps
module bcd( 
	input [15:0] binary,
	output reg [3:0] one,
	output reg [3:0] ten,
	output reg [3:0] hundred
	);
	integer i;
	always@(binary)
	begin
		hundred=4'd0;
		ten=4'd0;
		one=4'd0;
		for (i=15; i>=0; i=i-1)
		begin
			if (hundred >=5)
				hundred = hundred + 3;
			if (ten >=5)
				ten = ten +3;
			if (one >=5)
				one = one + 3;
			hundred = hundred << 1;
			hundred[0] = ten[3];
			ten = ten << 1;
			ten[0] = one[3];
			one = one << 1;
			one[0] = binary[i];
		end
	end
endmodule
`timescale 1ns / 1ps
module display_7_segment(clk,in,an,out);
	output reg [3:0] an;
	output reg [7:0] out;
	input	 clk;
	input  [15:0] in;
	reg	[1:0] count = 0;
	wire	[3:0] one,ten,hundred;
	wire	[7:0] one_7,ten_7,hundred_7,thous_7;
bcd bcd_scoresystem(
    .binary(in), 
    .one(one), 
    .ten(ten), 
    .hundred(hundred)
    );
seven_segment M1(one,one_7);
seven_segment M2(ten,ten_7);
seven_segment M3(hundred,hundred_7);
seven_segment M4(4'd10,thous_7);
always @(posedge clk) begin
case(count)
2'b00: begin an = 4'b1110; out = one_7; end
2'b01: begin an = 4'b1101; out = ten_7; end
2'b10: begin an = 4'b1011; out = hundred_7; end
2'b11: begin an = 4'b0111; out = thous_7; end
endcase
count = count + 1;
end
endmodule
`timescale 1ns/1ps
module seven_segment(in,out);
	input[3:0] in;
	output[7:0] out;
	reg[7:0] out;
	always@(in)
		case(in)
		4'd0: out <= 8'h03;
		4'd1: out <= 8'h9F;
		4'd2: out <= 8'h25;
		4'd3: out <= 8'h0D;
		4'd4: out <= 8'h99;
		4'd5: out <= 8'h49;
		4'd6: out <= 8'h41;
		4'd7: out <= 8'h1F;
		4'd8: out <= 8'h01;
		4'd9: out <= 8'h09;
		default: out<=8'hff;
		endcase
endmodule
[/design/flow/run.sh]
#!/bin/bash
# OpenROAD 26Q1-2900-gdf79404cd8, Yosys 0.63+post, stock flow scripts
make -C /OpenROAD-flow-scripts/flow DESIGN_CONFIG=/design/flow/config.mk WORK_HOME=/design/flow/orfs finish
[/design/flow/config.mk]
export PLATFORM = sky130hd
export DESIGN_NAME = display_7_segment
export DESIGN_NICKNAME = display_7_segment
export VERILOG_FILES = /design/flow/design.v
export SDC_FILE = /design/flow/constraint.sdc
export NUM_CORES = 4
export LEC_CHECK = 1
export CORE_UTILIZATION = 40
[/design/flow/constraint.sdc]
current_design display_7_segment

set clk_period 12.2
set clk_io_pct 0.2

create_clock -name clk0 -period $clk_period [get_ports {clk}]

set non_clock_inputs [all_inputs -no_clocks]
set_input_delay [expr $clk_period * $clk_io_pct] -clock clk0 $non_clock_inputs
set_output_delay [expr $clk_period * $clk_io_pct] -clock clk0 [all_outputs]
==> impl_metrics.ini <==
; generated from flow reports
[setup_path]
r2r_end = out[1]$_DFF_P_
startpoint_type = input pin
cp.arrival_ns = 12.75
reg2reg_depth = 5
crit_start = in[13]
worstSetupPathType = input pin to register
r2r_setup_slack_ns = 10.52
cpMaxStageDelayCell = or4_1
required_ns = 12.35
cp_slowest_stage_delay_ns = 0.53
crit_buf_inv = 19
crit_fanout = 5
crit_family = AND-OR/OR-AND gates
cp-end-kind = register
worstReg2RegStart = count[0]$_DFF_P_

[floorplanning]
die_x_um = 126.1
dieArea_um2 = 15900
initial_core_util = 0.4174
ios = 29
die_y_um = 126.1
core-area_um2 = 14750
rows = 44

[clock_tree]
cts_tree = done
h-tree-depth = 1
clkTransAtPathRegs_ns = 0.04
root_buffer = clkbuf_16
cts-buffers-inserted = 3
hold_buffers = 0
clock_path_buffers = 2
clock-sinks = 13
clk_latency_ns = 0.24

[cells_and_area]
fin_area_um2 = 9623
lay_top_cells = buf_4, nand2_1, nor2_1
drive_gt1_frac = 0.4316
logic_area_um2 = 6095
final-seq-area_um2 = 260.3
area_growth_pct = 56.26
lay_top_count = buf_4
fillers = 1238

[synthesis]
synth_area_um2 = 6158
yosysTopAreaCell = ha_1
edf_count = 0
yosys_warnings = 3
yosys.stat.seqShare = 0.04226
ys_types = 117
synth_cells = 863
syn_area_per_cell_um2 = 7.136
ys_ff = 13
synth-async-reset-ratio = 0
ys_top_cells_by_area = ha_1, nand2_1, dfxtp_1
top_cell_area_share = 0.1016
yosys_cells = 863
ff_type = dfxtp_1
yosys_area_um2 = 6158

[final_timing]
final.period_utilization = 1.033
worstMarginPinSlew_ns = 0.7376
finalSetupTns_ns = -2.549
hold_violations = 0
fin_crit_ns = 12.60
max_freq_mhz = 79.38
clock_skew_ns = 0.002935
slew_headroom = 0.5047
slew_viol_final = 0
rsz0062_at_grt = yes
setup_ws_ns = -0.3973
setup_viol = 7

[placed_design]
place_area_um2 = 8828
place_congestion = 0.9404
port_buffers = 27
dpl.hpwl_um = 14520

[detailed_routing]
wl_per_cell_um = 14.20
final_antenna_net_count = 0
dr.pass1.iters = 5
wirelength_um = 19240
via_per_inst = 5.742
detail_route.iter0.violations = 320
vias = 7780
drc = 0

[global_route]
first_global_vias = 7164
grt_max_degree = 28
overflow = 0
grt_use_total = 0.2408
antenna_found_initial = 1
grt_pass1_wl_um = 32650

[min_path]
hold_depth = 1
hold_class = register to register
hold_end = count[0]$_DFF_P_
hold_start = count[0]$_DFF_P_

[job]
max_cap_viol_count = 0
tool_warnings = 53

[run_status]
status = finished with violations
violations = negative setup slack
stage by stage:
stage	hold slack, ns	std cells	util	setup slack (ns)
6_report	0.5315	1355	0.6522	-0.3973
5_1_grt	0.5676	1355	0.6522	-0.9608
4_1_cts	0.5326	1342	0.6297	-0.5031
3_5_place_dp	0.5235	1308	0.5984	-1.258
3_3_place_gp	0.5262	1308	0.5984	-1.056
2_1_floorplan	0.4749	863	-	-0.8385
flip-flops by register name, summed over array words and instances, names as in the netlist:
name   count
out        7
an         4
count      2
cell usage after synthesis, drive strengths merged (11+ instances only):
cell     n
a211oi  20
a21o    16
a21oi   51
a31oi   25
and3    16
buf     16
clkbuf  26
dfxtp   13
ha      50
inv     59
mux2    12
mux2i   21
nand2   71
nand2b  11
nand3   42
nor2    65
nor3    28
o211ai  22
o21ai   63
o22ai   14
xnor2   12
layout make-up:
type	count	share of cell area
Multi-Input combinational cell	747	0.6333
Timing Repair Buffer	345	0.2801
Inverter	61	0.02717
Sequential cell	13	0.02704
Tap cell	184	0.02392
Clock buffer	4	0.008191
Antenna cell	1	0.0002600
kinds of logic after synthesis:
family | count (synthesis) | share of synthesized area
flip-flops | 13 | 0.04226
AND-OR/OR-AND | 357 | 0.4586
other | 1 | 0.0006089
multiplexers | 33 | 0.06319
XOR/XNOR | 15 | 0.02133
buffers and inverters | 103 | 0.06948
AND/OR/NAND/NOR | 291 | 0.2430
adder cells (fa/ha/maj) | 50 | 0.1016
worst max path at each step:
| stage | depth (start not counted) | endpoint |
|---|---|---|
| after global routing | 71 | out[5]$_DFF_P_ |
| after CTS | 70 | out[7]$_DFF_P_ |
| final | 69 | out[7]$_DFF_P_ |
routing by layer:
metal / part of all wire / vias up / track usage / wire, µm
li1: - / 3988 / - / -
met1: 0.48 / 3550 / 0.3445 / 9205
met2: 0.46 / 211 / 0.4114 / 8914
met3: 0.041 / 31 / 0.01126 / 783
met4: 0.018 / 0 / 0.03260 / 337
met5: 0 / - / 0 / 0
what timing repair did:
action / in CTS / in global routing
setup endpoints to repair: 7 / 7
pin swaps: 59 / 52
cloned: 0 / 0
gates resized: 46 / 50
buffers inserted: 30 / 13
endpoints found under the hold margin: 0 / 0
