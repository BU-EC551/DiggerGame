===== flow/config.mk =====
export PLATFORM = sky130hd
export DESIGN_NAME = gobblin
export DESIGN_NICKNAME = gobblin
export VERILOG_FILES = /design/flow/design.v
export SDC_FILE = /design/flow/constraint.sdc
export NUM_CORES = 4
export LEC_CHECK = 1
export CORE_AREA = 10 10 114 114
export DIE_AREA = 0 0 124 124

===== flow/constraint.sdc =====
current_design gobblin

set clk_period 4.2
set clk_io_pct 0.2

create_clock -name clk0 -period $clk_period [get_ports {Clk}]

set non_clock_inputs [all_inputs -no_clocks]
set_input_delay [expr $clk_period * $clk_io_pct] -clock clk0 $non_clock_inputs
set_output_delay [expr $clk_period * $clk_io_pct] -clock clk0 [all_outputs]

===== flow/design.v =====
`timescale 1ns / 1ps
module gobblin(Clk,rst, Digx, Digy, GameOver,x,y, pmove,up,down,left,right
    );
	 input Clk,rst;
	 input [3:0] Digx,Digy;
	 input [2:0] up,down,left,right;
	 output reg [3:0] x,y;	 
	 output reg GameOver;
	 output reg [2:0] pmove;
	 reg [3:0] xtar,ytar;
	 initial x=4'd0;
	 initial y=4'd14;
	 initial xtar=4'd0;
	 initial ytar=4'd14;
	 initial GameOver=1'b0;
	 always @(posedge Clk) begin			 
		if (rst)	GameOver<=1'b0;
		else if ((Digx==x)&&(Digy==y)) GameOver<=1'b1;
	 end 
	 always @(posedge Clk) begin 
		if (rst) begin
	  		xtar<=4'd0;
			ytar<=4'd14;
		end else 
	  case (pmove)
		3'b000: if ((Digx<x)&&(up==0)) begin xtar<=x-1; pmove<=3'b000; end
			else if ((Digy<y)&&(left==0)) begin ytar<=y-1;pmove<=3'b010; end
			else if ((Digy>y)&&(right==0)) begin ytar<=y+1;pmove<=3'b011; end
			else if (up==0) begin xtar<=x-1;pmove<=3'b000; end
			else if (left==0) begin ytar<=y-1;pmove<=3'b010; end
			else if (right==0) begin ytar<=y+1;pmove<=3'b011; end
			else if (down==0) begin xtar<=x+1; pmove<=3'b001; end   
			else begin xtar<=x;			 
						ytar<=y;
			end
		3'b001: if ((Digx>x)&&(down==0)) begin xtar<=x+1; pmove<=3'b001; end
			else if ((Digy<y)&&(left==0)) begin ytar<=y-1;pmove<=3'b010; end
			else if ((Digy>y)&&(right==0)) begin ytar<=y+1;pmove<=3'b011; end
			else if (down==0) begin xtar<=x+1; pmove<=3'b001; end
			else if (left==0) begin ytar<=y-1;pmove<=3'b010; end
			else if (right==0) begin ytar<=y+1;pmove<=3'b011; end
			else if (up==0) begin xtar<=x-1;pmove<=3'b000; end
			else begin xtar<=x;			 
						ytar<=y;
			end
		3'b010: if ((Digy<y)&&(left==0)) begin ytar<=y-1; pmove<=3'b010; end
			else if ((Digx<x)&&(up==0)) begin xtar<=x-1;pmove<=3'b000; end
			else if ((Digx>x)&&(down==0)) begin xtar<=x+1; pmove<=3'b001; end
			else if (left==0) begin ytar<=y-1;pmove<=3'b010; end
			else if (up==0) begin xtar<=x-1;pmove<=3'b000; end
			else if (down==0) begin xtar<=x+1; pmove<=3'b001; end
			else if (right==0) begin ytar<=y+1;pmove<=3'b011; end
			else begin xtar<=x;			 
						ytar<=y;
			end
		3'b011: if ((Digy>y)&&(right==0)) begin ytar<=y+1; pmove<=3'b011; end
				else 	if ((Digx<x)&&(up==0)) begin xtar<=x-1;pmove<=3'b000; end
			else if ((Digx>x)&&(down==0)) begin xtar<=x+1; pmove<=3'b001; end
			else if (right==0) begin ytar<=y+1;pmove<=3'b011; end
			else if (up==0) begin xtar<=x-1;pmove<=3'b000; end
			else if (down==0) begin xtar<=x+1; pmove<=3'b001; end
			else if (left==0) begin ytar<=y-1;pmove<=3'b010; end
			else begin xtar<=x;			 
						ytar<=y;
			end
		default: 
			if ((Digx<x)&&(up==0)) begin xtar<=x-1;pmove<=3'b000; end
			else if ((Digx>x)&&(down==0)) begin xtar<=x+1; pmove<=3'b001; end
			else if ((Digy<y)&&(left==0)) begin ytar<=y-1;pmove<=3'b010; end
			else if ((Digy>y)&&(right==0)) begin ytar<=y+1;pmove<=3'b011; end
			else if (up==0) begin xtar<=x-1;pmove<=3'b000; end
			else if (down==0) begin xtar<=x+1; pmove<=3'b001; end
			else if (left==0) begin ytar<=y-1;pmove<=3'b010; end
			else if (right==0) begin ytar<=y+1;pmove<=3'b011; end
			else begin xtar<=x;			 
						  ytar<=y;
			end
	  endcase
	 end
	 always @(negedge Clk) begin
	 	if (rst) begin
			x<=4'd0;
			y<=4'd14;
		end else if (GameOver==0)
		begin
			x<=xtar;
			y<=ytar;
		end
	 end
endmodule

===== flow/run.sh =====
#!/bin/bash
# OpenROAD 26Q1-2900-gdf79404cd8, Yosys 0.63+post, stock flow scripts
make -C /OpenROAD-flow-scripts/flow DESIGN_CONFIG=/design/flow/config.mk WORK_HOME=/design/flow/orfs finish

==> reports/summary.txt <==
Status - finished with violations
Failing checks - setup timing
Slowest Stage Delay on Critical Path - 0.33 ns
Synth Cell Area - 2121 µm²
Syn Area/Cell - 7.415 µm²
Critical path startpoint - x[1]
GR Overflow Total - 0
Max VDD drop - 0.1278 mV
HP Class - reg2reg
Arrival @ worst endpoint - 4.57 ns
Reg2reg setup slack - -0.19 ns
Vias in the first global route - 2444
Chip area - 15380 µm²
Worst setup path endpoint - xtar[3]
Crit-path max FO - 5
HPWL after DPL - 5657 µm
Fp_density - 20.36%
Ys flop type - dfxtp_1
Clock Skew - 0.07287 ns
Synthesized instance count - 286
Slew @ Worst Pin - 0.7130 ns
CTS tree - yes
Clock transition at path regs - 0.08 ns
Critical path type - reg2reg
Row cnt - 37
PnR worst setup slack - -0.1887 ns
Critical Path RT - 4.38 ns
R2R depth - 10
Total Power - 0.0008469 W
Fillers - 1056
Initial detailed-routing violation count - 215
Fin. max-slew vios - 0
Buffer depth of the longest clock path - 2
PortBufs - 33
Root buffer cell - clkbuf_8
IO Pins - 34
Largest net degree at the start of global routing - 23
First-pass GRT wire length - 12290 µm
Antenna violations before repair - 0
EDFF count, synth - 3
Dominant kind of combinational cell - AND-OR/OR-AND gates
Final Wtd Congestion - 0.9015
Reg2reg start - x[1]
Register Area - 440.4 µm²
CP max stage cell - dfxtp_2
Final setup viols - 9
Core area - 10420 µm²
Share of layout cells above drive strength 1 - 33.06%
Aoi/oai-family share of the synthesized area - 32.51%
Startpoint class of the critical path - flop
Max_slew headroom - 52.47%
CTS buffer count - 3
Comb. cell area - 1794 µm²
Async SR Flop Fraction - 0%
Log Warnings - 38
Leak - 1.285 nW
Worst skew pair latency - 0.32 ns
Diodes inserted - 0
DR pass1 iterations - 4
Final core occ - 32.34%
Dominant logic cell type in the layout - buf_4
Residual DRC - 0
Reg2reg end - xtar[3]
Hold_ws - 0.4773 ns
Critical path, cell by cell - inv_2 -> ha_4 -> nor2b_4 -> o211ai_4 -> a21o_4 -> o221a_4 -> a311oi_4 -> buf_4 -> a21oi_2 -> a211oi_2
Die width - 124 µm
Yosys cell count - 286
Num Clock Sinks - 20
CP endpoint kind - flop
TNS Setup - -0.9954 ns
Routed WL - 7440 µm
Pwr/cell area - 251.5 nW/µm²
Multiplexer share of the synthesized area - 2.832%
Adder-cell share of the synthesized area - 7.080%
P&R area growth vs syn - 58.82%
Synth cell types - 53
Global Route Usage Sum - 9.730%
Wirelength per Cell - 14.65 µm
XOR Share, Synth - 1.239%
Chip Area, Yosys - 2121 µm²
RSZ-0062 raised after global routing - true
Via Count - 2587
CTS H-tree lvls - 1
Top Layout Cells - buf_4 (47), nor2_1 (33), clkdlybuf4s50_1 (29), a21oi_1 (16), nor3_1 (15)
MaxCap Viol Count - 0
Seq cells post-synth - 20
Die Span Y - 124 µm
Fin. Hold Viols - 0
Post-route ant nets - 0
Synthesis Warnings - 1
Simple Share, Synth - 30.68%
Post-synth seq share - 20.29%
Post-DR vias/cell - 5.093
## what timing repair did
| action | 4_1_cts | 5_1_grt |
|---|---|---|
| pin swaps | 19 | 17 |
| setup endpoints to repair | 18 | 15 |
| hold buffers | 0 | 0 |
| setup buffers | 23 | 5 |
| resized | 36 | 14 |
## metrics by stage
step           instances  instance area [µm²]  worst slack (ns)
2_1_floorplan        286                 2217           -0.1148
3_3_place_gp         472                 2910           -0.2315
3_5_place_dp         472                 2910           -0.2353
4_1_cts              505                 3294           -0.1628
5_1_grt              508                 3368           -0.3099
6_report             508                 3368           -0.1887
## cell families (layout without fill, tap and decap cells)
logic type	after synthesis	count (layout)
mux	6	6
simple gates	125	125
compound gates	91	91
buf+inv	29	115
xor+xnor	3	3
flops	20	20
fa+ha+maj	12	12
## final cells by class
| cell class | count | share of cell area, % |
|---|---|---|
| clock inverter | 8 | 0.8915 |
| sequential | 20 | 13.08 |
| multi-input combinational | 237 | 53.27 |
| tap | 136 | 5.052 |
| timing repair buffer | 93 | 24.96 |
| clock buffer | 4 | 1.634 |
| inverter | 10 | 1.114 |
## Yosys cell counts, drive strengths merged, types with 3 or more instances
cell     count  area, µm²
dfxtp       17      340.3
a21oi       23      122.6
or3          8      50.05
buf          3      15.01
nor2b        9      56.30
a211oi       5      37.54
o22ai        3      18.77
a311oi       3      43.80
o211ai       9      81.33
nand4        5      31.28
edfxtp       3      90.09
o2111ai      3      26.28
mux2i        6      60.06
a22oi        4      30.03
ha          12      150.1
o31ai        3      22.52
a211o        4      35.03
and3         5      31.28
a221oi       3      26.28
xnor2        3      26.28
nand3       16      80.08
inv         11      41.29
a31oi        4      25.02
clkbuf      15      57.55
nor3        19      122.6
a32oi        4      35.03
nor2        35      131.4
nor4         5      31.28
nand2       17      76.32
o21ai       12      60.06
## power breakdown
group	switching, W	leakage, nW	internal, W
Combinational	0.000204	1.04	0.000213
Sequential	0.0000333	0.169	0.000221
Clock	0.0000819	0.0714	0.0000934
## routing by layer
metal | track usage [%] | up-vias | wire, µm
met4 | 1.151 | 0 | 93
met2 | 15.40 | 79 | 3327
li1 | - | 1277 | -
met5 | 0 | - | 0
met3 | 1.882 | 12 | 474
met1 | 13.92 | 1219 | 3544
## worst min-delay path by stage
stage / startpoint / end / slack [ns] / cells after the start
6_report: ytar[1] / ytar[1] / 0.48 / 1
5_1_grt: ytar[1] / ytar[1] / 0.51 / 1
4_1_cts: ytar[1] / ytar[1] / 0.48 / 1
## worst max-delay path, delay by kind of cell (launching register included)
family                   cells  cell delay [ns]
AND-OR/OR-AND                6             1.18
AND/OR/NAND/NOR              1             0.15
buffers and inverters        2             0.23
adder cells (fa/ha/maj)      1             0.26
flip-flops                   1             0.33
## registers in the layout, summed over array words and instances, names as in the netlist
name and count:
GameOver 1, xtar 4, ytar 4, x 4, y 4, pmove 3
Power is estimated from default activity; no workload was simulated.
